## ./design.v

```verilog
`timescale 1ns / 1ps
module BarrelShifter_08b_V1
    (
        input logic [7 : 0] in,
        input logic [2 : 0] amt,
        input logic lr,
        output logic [7 : 0] out
    );
    logic [3:0][7:0] rotateR, rotateL;
    assign rotateR[0] = in;
    assign rotateL[0] = in;
    genvar i;
    generate
        for(i = 0; i < 3; i = i + 1) begin
            assign rotateR[i + 1] = (amt[i] == 0) ? rotateR[i] : {rotateR[i][2**i - 1:0],rotateR[i][7 : 2**i]};
            assign rotateL[i + 1] = (amt[i] == 0) ? rotateL[i] : {rotateL[i][7 - 2**i:0],rotateL[i][7 : 7 - 2**i + 1]};
        end
    endgenerate
    assign out = lr ? rotateL[3] : rotateR[3];
endmodule
module BarrelShifter_08b_V2
    (
        input logic [7 : 0] in,
        input logic [2 : 0] amt,
        input logic lr,
        output logic [7 : 0] out
    );
    logic [7:0] rev_or_not;
    logic [3:0][7:0] rotateR;
    assign rev_or_not = lr ? {in[0],in[1],in[2],in[3],in[4],in[5],in[6],in[7]} : in;
    assign rotateR[0] = rev_or_not;
    genvar i;
    generate
        for(i = 0; i < 3; i = i + 1) begin
            assign rotateR[i + 1] = (amt[i] == 0) ? rotateR[i] : {rotateR[i][2**i - 1: 0],rotateR[i][7 : 2**i]};
        end
    endgenerate
    assign out = lr ? {rotateR[3][0],rotateR[3][1],rotateR[3][2],rotateR[3][3],rotateR[3][4],rotateR[3][5],rotateR[3][6],rotateR[3][7]} : rotateR[3];    
endmodule
module BarrelShifter_16b_V1
    (
        input logic [15 : 0] in,
        input logic [3 : 0] amt,
        input logic lr,
        output logic [15 : 0] out
    );
    logic [4:0][15:0] rotateR, rotateL;
    assign rotateR[0] = in;
    assign rotateL[0] = in;
    genvar i;
    generate
        for(i = 0; i < 4; i = i + 1) begin
            assign rotateR[i + 1] = (amt[i] == 0) ? rotateR[i] : {rotateR[i][2**i - 1:0],rotateR[i][15 : 2**i]};
            assign rotateL[i + 1] = (amt[i] == 0) ? rotateL[i] : {rotateL[i][15 - 2**i:0],rotateL[i][15 : 15 - 2**i + 1]};
        end
    endgenerate
    assign out = lr ? rotateL[4] : rotateR[4];
endmodule
module BarrelShifter_16b_V2
    (
        input logic [15 : 0] in,
        input logic [3 : 0] amt,
        input logic lr,
        output logic [15 : 0] out
    );
    logic [15:0] rev_or_not;
    logic [4:0][15:0] rotateR;
    assign rev_or_not = lr ? {	in[0],in[1],in[2],in[3],in[4],in[5],in[6],in[7],in[8],in[9],in[10],in[11],in[12],in[13],in[14],in[15]}
							: in;
    assign rotateR[0] = rev_or_not;
    genvar i;
    generate
        for(i = 0; i < 4; i = i + 1) begin
            assign rotateR[i + 1] = (amt[i] == 0) ? rotateR[i] : {rotateR[i][2**i - 1: 0],rotateR[i][15 : 2**i]};
        end
    endgenerate
    assign out = lr ? {rotateR[4][0],rotateR[4][1],rotateR[4][2],rotateR[4][3],rotateR[4][4],rotateR[4][5],rotateR[4][6],rotateR[4][7],
    rotateR[4][8],rotateR[4][9],rotateR[4][10],rotateR[4][11],rotateR[4][12],rotateR[4][13],rotateR[4][14],rotateR[4][15]}
					:  rotateR[4];    
endmodule
module BarrelShifter_32b_V1
    (
        input logic [31 : 0] in,
        input logic [4 : 0] amt,
        input logic lr,
        output logic [31 : 0] out
    );
    logic [5:0][31:0] rotateR, rotateL;
    assign rotateR[0] = in;
    assign rotateL[0] = in;
    genvar i;
    generate
        for(i = 0; i < 5; i = i + 1) begin
            assign rotateR[i + 1] = (amt[i] == 0) ? rotateR[i] : {rotateR[i][2**i - 1:0],rotateR[i][31 : 2**i]};
            assign rotateL[i + 1] = (amt[i] == 0) ? rotateL[i] : {rotateL[i][31 - 2**i:0],rotateL[i][31 : 31 - 2**i + 1]};
        end
    endgenerate
    assign out = lr ? rotateL[5] : rotateR[5];
endmodule
module BarrelShifter_32b_V2
    (
        input logic [31 : 0] in,
        input logic [4 : 0] amt,
        input logic lr,
        output logic [31 : 0] out
    );
    logic [31:0] rev_or_not;
    logic [5:0][31:0] rotateR;
    assign rev_or_not = lr ? {	in[0],in[1],in[2],in[3],in[4],in[5],in[6],in[7],in[8],in[9],in[10],in[11],in[12],in[13],in[14],in[15],
								in[16],in[17],in[18],in[19],in[20],in[21],in[22],in[23],in[24],in[25],in[26],in[27],in[28],in[29],in[30],
								in[31]}
							: in;
    assign rotateR[0] = rev_or_not;
    genvar i;
    generate
        for(i = 0; i < 5; i = i + 1) begin
            assign rotateR[i + 1] = (amt[i] == 0) ? rotateR[i] : {rotateR[i][2**i - 1: 0],rotateR[i][31 : 2**i]};
        end
    endgenerate
    assign out = lr ? {rotateR[5][0],rotateR[5][1],rotateR[5][2],rotateR[5][3],rotateR[5][4],rotateR[5][5],rotateR[5][6],rotateR[5][7],
    rotateR[5][8],rotateR[5][9],rotateR[5][10],rotateR[5][11],rotateR[5][12],rotateR[5][13],rotateR[5][15],rotateR[5][15],
	rotateR[5][16],rotateR[5][17],rotateR[5][18],rotateR[5][19],rotateR[5][20],rotateR[5][21],rotateR[5][22],rotateR[5][23],
    rotateR[5][24],rotateR[5][25],rotateR[5][26],rotateR[5][27],rotateR[5][28],rotateR[5][29],rotateR[5][30],rotateR[5][31]}
					:  rotateR[5];    
endmodule
```

## ./run.sh

```bash
#!/bin/bash
# OpenROAD 26Q1-2900-gdf79404cd8, Yosys 0.63+post, stock flow scripts
make -C /OpenROAD-flow-scripts/flow DESIGN_CONFIG=/design/flow/config.mk WORK_HOME=/design/flow/orfs finish
```

## ./config.mk

```make
export PLATFORM = sky130hd
export DESIGN_NAME = BarrelShifter_32b_V1
export DESIGN_NICKNAME = BarrelShifter_32b_V1
export VERILOG_FILES = /design/flow/design.v
export SDC_FILE = /design/flow/constraint.sdc
export NUM_CORES = 4
export LEC_CHECK = 1
export CORE_UTILIZATION = 50
```

## ./constraint.sdc

```tcl
current_design BarrelShifter_32b_V1

set clk_period 2.9
set clk_io_pct 0.2

create_clock -name clk0 -period $clk_period

set non_clock_inputs [all_inputs -no_clocks]
set_input_delay [expr $clk_period * $clk_io_pct] -clock clk0 $non_clock_inputs
set_output_delay [expr $clk_period * $clk_io_pct] -clock clk0 [all_outputs]
```

==> ds_physical_params.txt <==
Physical implementation characteristics

Parameter                              Value

Floorplanning
  Floorplan core density    51.3%
  Chip width    90.8 um
  Number of rows created at floorplan    32
  Die y size    90.8 um
  I/O pin count    70

Placement
  Dpl hpwl    15.3 mm
  Final RePlAce weighted congestion    1.15
  Placed cell count    805
  Number of port buffers    70

Clock network
  CTS Hold Bufs    0
  Post_cts resized    400
  Post-CTS setup-driven buffer insertion count    30

Outcome
  Result of the run    did not finish
  Last step reached    4_1_cts
  Error text reported by the tool    [ERROR DPL-0036] Detailed placement failed.

Yosys
  Yosys warning count    0
  Yosys cell count    505
  Yosys stat chip area    3950 sq um
  Synthesized instance count    505
  Number of unique standard cell types used by synthesis    44
  Area leader share    21.7%
  Syn avg cell area    7.81 sq um
  Largest cells by area after synthesis    sky130_fd_sc_hd__mux4_2 22%, sky130_fd_sc_hd__nor3_1 17%, sky130_fd_sc_hd__mux2i_1 9.4%, sky130_fd_sc_hd__nor4_1 8.7%, sky130_fd_sc_hd__mux2_2 5.7%
  Top cell type by total area after synthesis    sky130_fd_sc_hd__mux4_2
  Synth Seq Share    0%
  Synth Cell Area    3950 sq um
[cell usage after synthesis (all sizes together)]
cell,n
a2111oi,4
a211oi,6
a221oi,2
a22o,2
a22oi,4
and2,6
and2b,1
buf,24
clkbuf,26
inv,1
mux2,29
mux2i,37
mux4,40
nand2,2
nand2b,4
nor2,58
nor2b,13
nor3,134
nor3b,6
nor4,55
nor4b,6
o21ai,2
o22ai,20
o2bb2a,2
o31ai,2
o32ai,11
o41ai,2
or2,2
or3,2
or4,2
[through the flow]
stage	setup TNS, ns	total power, W	worst slack [ns]	instance area (sq um)	hold slack (ns)
detailed placement	-21.01	0.00126	-0.826	5960	2.03
global placement	-19.88	0.00124	-0.779	5960	2.02
floorplan	0	0.000607	0.0937	3950	1.27
[logic make-up after synthesis]
| kind of cell | share of synthesized area, % |
|---|---|
| AOI/OAI and AO/OA | 11.6 |
| buffers and inverters | 8.02 |
| muxes | 40.9 |
| and+or+nand+nor | 39.5 |
Power and IR drop assume default switching activity.
